==> config.mk <==
export PLATFORM = sky130hd
export DESIGN_NAME = MIPS
export DESIGN_NICKNAME = MIPS
export VERILOG_FILES = /design/flow/design.v
export SDC_FILE = /design/flow/constraint.sdc
export NUM_CORES = 4
export LEC_CHECK = 1
export CORE_UTILIZATION = 50
==> constraint.sdc <==
current_design MIPS

set clk_period 32.5
set clk_io_pct 0.2

create_clock -name clk0 -period $clk_period [get_ports {clk}]

set non_clock_inputs [all_inputs -no_clocks]
set_input_delay [expr $clk_period * $clk_io_pct] -clock clk0 $non_clock_inputs
set_output_delay [expr $clk_period * $clk_io_pct] -clock clk0 [all_outputs]
==> design.v <==
module ALU (
	input[31:0] A,
	input[31:0] B,
	input [2:0] opcode,
	output reg[31:0] C
);
  always@(*)
  begin
  		casex (opcode)
		3'b000: C=A&B;
		3'b001: C=A|B;
		3'b010: C=A+B;
		3'b110: C=A-B;
		3'b111: C=(A<B)?1:0 ;
		default: C=0;
       endcase
  end
endmodule 
 module controller(
 input [5:0]op,funct,
 input zero,
 output memtoreg,memwrite,
 output pcsrc,alusrc,
 output regdst,regwrite,
 output jump,
 output[2:0]alucontrol
 );
wire [1:0] alu_op;
wire branch;
maindic m(op,memtoreg,memwrite,alusrc,regdst,regwrite,branch,jump,alu_op);
aludec  a(alu_op,funct,alucontrol);
assign pcsrc =branch&zero;
endmodule 
module DFF (
	input clk,    
	input rst, 
	input [31:0] d,
	output reg[31:0] q
);
always @(posedge clk or posedge rst) 
	begin 
	if(rst)
		 q<=0;
	else 
		 q<=d;
	end
endmodule
module MIPS (
	input clk,     
	input rst,
	input [31:0] instr,
	input [31:0] read_mem_data,
	output [31:0] pc,
	output [31:0] data_mem_addr,
	output Mem_Write,
	output [31:0] write_mem_data
);
wire memtoreg,pcsrc,alusrc,regdst,regwrite,jump;
wire [2:0]alucontrol;
wire [5:0]op,funct;
wire zeroFlag;
controller cont_obj(op,funct,zeroFlag,memtoreg,Mem_Write,pcsrc,alusrc,regdst,regwrite,jump,alucontrol);
datapath data_obj(clk,rst,memtoreg,pcsrc,alusrc,regdst,regwrite,jump,alucontrol,read_mem_data,instr,pc,data_mem_addr,write_mem_data,zeroFlag,funct,op);
endmodule
module adder (
	input [31:0]a,     
	input [31:0]b,  
	output [31:0]c   
);
assign c=a+b;
endmodule
module aludec(
input[1:0] alu_op,
input [5:0] funct,
output reg [2:0] alucontrol
);
always @(*) 
	begin 
	if(alu_op==2'b00)
	   alucontrol=3'b010;
	else if(alu_op==2'b01)
	   alucontrol=3'b110;
	else
		begin
			if(funct==6'b100000)
				alucontrol=3'b010;
			else if (funct==6'b100010)
				alucontrol=3'b110;
			else if (funct==6'b100100)
				alucontrol=3'b000;
			else if (funct==6'b100101)
				alucontrol=3'b001;
			else if (funct==6'b101010)
				alucontrol=3'b111;
			else
				alucontrol=3'b000;
		end
	end
endmodule
module datapath (
	input clk,     
	input rst,
	input memtoreg,
 	input pcsrc,alusrc,
 	input regdst,regwrite,
 	input jump,
 	input[2:0]alucontrol,
 	input [31:0] reg_file_from_mem,
 	input [31:0] instr,
 	output [31:0] pc_val,
 	output [31:0] ALU_Result,
	output [31:0] mem_write_data,
	output zero_flag,
	output [5:0] funct, 
	output [5:0] op_code
);
wire [31:0] PCPLUS4;
adder pc_4(pc_val,4,PCPLUS4);
wire[31:0] PCBranch;
wire[31:0] pc_d;
mux2x1 #(.bit_size(32)) mux_pc(PCPLUS4,PCBranch,pcsrc,pc_d);
wire [31:0] jump_address;
assign jump_address={PCPLUS4[31:28],instr[25:0],2'b00};
wire [31:0] pc_dff;
mux2x1 #(.bit_size(32)) pc_input(pc_d,jump_address,jump,pc_dff);
DFF pc_dff_obj(clk,rst,pc_dff,pc_val);
wire [31:0] SignImm;
sign_extend sign_ex(instr[15:0],SignImm);
wire [31:0] SignImmx4;
shift2 inst_numx4(SignImm,SignImmx4);
adder pc_brunch(SignImmx4,PCPLUS4,PCBranch);
wire [4:0] write_into_reg;
wire [31:0] RD1;
wire [31:0] RD2;
wire [31:0] WD3;
register_file regs (clk,rst,regwrite,instr[25:21],instr[20:16],write_into_reg,RD1,RD2,WD3);
mux2x1 #(.bit_size(5)) mux_pc_reg_file(instr[20:16],instr[15:11],regdst,write_into_reg);
mux2x1 #(.bit_size(32)) write_reg_input(ALU_Result,reg_file_from_mem,memtoreg,WD3);
wire [31:0] SRCB;
mux2x1 #(.bit_size(32)) SRCB_mux(RD2,SignImm,alusrc,SRCB);
ALU ALU_cpu(RD1,SRCB,alucontrol,ALU_Result);
assign zero_flag=(ALU_Result==0)?1:0;
assign op_code=instr[31:26];
assign funct=instr[5:0];
assign mem_write_data=RD2;
endmodule 
module maindic(
input [5:0]op,
output memtoreg,
output memwrite,
output alusrc,
output regdst,
output regwrite,
output branch,
output jump,
output[1:0]alu_op
);
reg [9:0] temp;
assign {regwrite,regdst,alusrc,branch,memwrite,memtoreg,jump,alu_op}=temp;
always @(*) 
	begin 
	case (op)
		6'b000000:begin temp=10'b110000010; end
		6'b100011:begin temp=10'b101001000; end
		6'b101011:begin temp=10'b001010000; end
		6'b000100:begin temp=10'b000100001; end
		6'b001000:begin temp=10'b101000000; end
		6'b000010:begin temp=10'b000000100; end
		default : begin temp=10'b000000000; end
	endcase
	end
endmodule
module mux2x1 #(parameter bit_size=32) 
	(
	input [bit_size-1:0] a,    
	input [bit_size-1:0] b, 
	input select,
	output [bit_size-1:0] c 
	);
assign c=(select==1)?b:a;
endmodule 
module register_file (
	input clk,     
	input rst,
	input WE3,
	input[4:0] A1,
	input[4:0] A2,
	input[4:0] A3,
	output [31:0] RD1,
	output [31:0] RD2,
	input [31:0] WD3
);
reg[31:0]reg_file[7:0];
integer i;
assign RD1=(A1!=0)? reg_file[A1]:0;
assign RD2=(A2!=0)? reg_file[A2]:0;
always @(posedge clk or posedge rst) 
	begin 
	if(rst) 
	begin
	for (i = 0; i < 8; i=i+1) 
		reg_file[i]<=0;
	end 
	else if(WE3==1)
		reg_file[A3]<=WD3;
end
endmodule 
module shift2 (
	input [31:0] A,     
	output [31:0] shifted
);
assign shifted=A<<2;
endmodule 
module sign_extend (
	input[15:0] A,    
	output[31:0] extend
);
assign extend={{16{A[15]}},A[15:0]};
endmodule 
==> run.sh <==
#!/bin/bash
# OpenROAD 26Q1-2900-gdf79404cd8, Yosys 0.63+post, stock flow scripts
make -C /OpenROAD-flow-scripts/flow DESIGN_CONFIG=/design/flow/config.mk WORK_HOME=/design/flow/orfs finish
==> flow_summary.toml <==
# generated from flow reports
[clocking]
cts_setup_buffers = 0
clockBufferDepth = 3
hold_buffers = 0
clkLatencyLatePin_ps = 570
cts_buffers = 34
cts_tree = "done"
htreeDepth = 2
cts.clk_slew.worst_paths_ps = 60
clock-root-buffer = "clkbuf_16"
cts_resized = 0
cts_sinks = 286

[grt]
antenna_found_initial = 2
grt_pass1_wl_microns = 134600
globalRouteOverflowTotal = 0
track_usage = 0.3904
grt_max_degree = 73
grt_pass1_vias = 21590

[placement]
dpl_cell_area_sq_mm = 0.02517
gp_congestion = 1.024
dpl.hpwl_microns = 65480
port_buffers = 160
dp_slack_ps = 12590
dp.cells = 3584

[routing]
n_antenna_cell = 0
first_iter_violations = 2392
dr.pass1.iters = 6
routedWlPerCell_microns = 24.35
wl_microns = 88740
avgViaCountPerCell = 6.401
drc = 0
vias = 23330
postRouteAntennaNets = 0

[layout]
lay_top_count = "nand2_1"
fill_cells = 3953
final_cell_mix = "434 x nand2_1, 329 x a21oi_1, 310 x o21ai_0"
drive_gt1_frac = 0.08801
fin_cells = 3645
layout.area.comb_sq_mm = 0.01455
post-route-util = 0.5814
syn_to_final_growth_pct = 14.76
design_area_sq_mm = 0.02633
seq_area_sq_mm = 0.007157

[sta]
fmax_mhz = 50.01
period_minus_slack_ps = 19990
rsz0062_at_grt = "no"
tns_ps = 0
setup_viol = 0
max_slew_margin = 0.2699
timing.final.hold_violations = 0
maxSlewViolCount = 0
whs_ps = 481.4
setup_ws_ps = 12510
worstMarginPinSlew_ps = 1065
min_period_over_period = 0.6152
finClkSkew_ps = 32.77

[logic_synthesis]
ff_type = "dfrtp_1"
ys_chip_area_sq_mm = 0.02294
netlist_top_cells_area = "dfrtp_1 31%, nand2_1 7.2%, a21oi_1 7.2%"
synthCells = 2946
synth-edff-count = 0
ys_seq_frac = 0.3120
yosys_warnings = 6
yosysUniqueCellTypes = 85
yosysCellCount = 2946
netlist_area_sq_mm = 0.02294
synth-async-reset-ratio = 1.000
synth_flop_count = 286
syn_avg_cell_area_sq_um = 7.787
netlist.area_leader.share = 0.3120
top_area_cell = "dfrtp_1"

[critical_path]
cpMostUsedCell = "o21ai_0"
worstPathArrival_ps = 13490
crit_fanout = 66
crit_type = "primary input to output pin"
cp-end-kind = "output pin"
crit_path_top_delay_cell = "nand3_2"
path_cells = "clkdlybuf4s50_1, inv_2, buf_4, nand3_2, nor3_2, buf_4, nor3_1, mux2i_1, inv_1, ha_1, a211o_1, a2111oi_2, o31ai_1, o21ai_1, o21ai_0, o21ai_0, a31oi_1, o21ai_0, a21o_1, clkdlybuf4s50_1"
cp_num_buf_inv = 6
startpoint_type = "primary input"
cp_top_family = "AND-OR/OR-AND gates"
cp_slowest_stage_delay_ps = 760
cp_data_required_time_ps = 26000

[floorplanning]
initCoreUtil = 0.5066
ios = 163
dieWidth_microns = 216.2
rows = 78
chipArea_sq_mm = 0.04674
die_y_microns = 216.2
core_area_sq_mm = 0.04528

[pwr]
power.internal_uw = 937.2
power_frac_clock = 0.252
combPwrFrac = 0.446
ir_drop_mv = 0.05256
power_switching_uw = 634.8
finalPower_mw = 1.572
p_leak_nw = 12.13
seqPwrFrac = 0.302
p_per_area_mw_per_mm2 = 59.71
p_sw_frac = 0.4038

[run]
warning_count = 90
drv_cap = 0

[status]
status = "complete, no violations"

[min_path]
min_path_type = "flop to flop"
worst reg2reg max path, stage by stage, from the launching register on:
cell	delay, ps
dfrtp_1	390
mux2_2	260
a221oi_1	270
a21oi_1	140
a221oi_1	440
nor3_1	140
a21o_1	220
ha_1	440
or2_2	380
a311o_1	400
a31oi_1	390
nor2_1	130
a2111oi_0	820
nor3_1	140
xnor2_1	160
a211o_1	400
a2111oi_0	680
nand4_4	190
buf_4	350
mux2i_1	350
a31oi_1	80
Yosys cell counts, types with 10 or more instances:
cell type    n
ha_1       126
a311o_1     33
or2_2       40
mux2_2      53
nor4_1      13
and3_1      24
o21ai_0    311
a221oi_1    70
a21oi_1    329
nor3_1      61
a221o_1     10
nand2_1    443
clkbuf_1   166
a22oi_1     34
xor2_1      22
inv_1      146
nand3_1     38
o31ai_1     17
nor2b_1     15
o221ai_1    13
xnor2_1     33
nand2b_1    32
o21a_1      14
a211oi_1    28
dfrtp_1    286
a31oi_1     15
nor2_1     207
o21bai_1    14
buf_1       20
a21o_1      30
mux2i_1     90
or3_1       18
o211ai_1    13
cell families (layout without fill, tap and decap cells):
family / after synthesis / in the layout / synth area share
and+or+nand+nor: 949 / 949 / 0.1872
xor gates and xnor gates: 55 / 55 / 0.02100
other: 1 / 2 / 0.0001635
muxes: 143 / 143 / 0.06528
buffers and inverters: 346 / 444 / 0.05798
AOI/OAI and AO/OA: 1037 / 1037 / 0.2851
DFF: 286 / 286 / 0.3120
adders and majority gates: 129 / 129 / 0.07134
power groups by stage:
stage     clock network [mW]  registers, mW  logic [mW]
6_report               0.396          0.474       0.702
5_1_grt                0.414          0.483       0.762
4_1_cts                0.401          0.473       0.685
area by class of cell:
| class | count | share of cell area |
|---|---|---|
| Sequential cell | 286 | 0.2719 |
| Clock buffer | 52 | 0.03755 |
| Tap cell | 600 | 0.02852 |
| Inverter | 148 | 0.02139 |
| Clock inverter | 9 | 0.006464 |
| Timing Repair Buffer | 235 | 0.08146 |
| Multi-Input combinational cell | 2315 | 0.5528 |
sequential cells by signal, indices dropped and copies added (netlist names):
signal                  cells
data_obj.regs.reg_file    256
data_obj.pc_dff_obj.q      30
final timing paths:
kind	start	endpoint	slack, ps	cells past startpoint
max in group asynchronous	rst	data_obj.regs.reg_file[2][24]	24220	4
min reg2reg	data_obj.regs.reg_file[1][9]	data_obj.regs.reg_file[1][9]	480	2
min	data_obj.regs.reg_file[1][9]	data_obj.regs.reg_file[1][9]	480	2
max	instr[18]	data_mem_addr[31]	12510	20
max reg2reg	data_obj.regs.reg_file[6][13]	data_obj.pc_dff_obj.q[20]	25530	20
min in group asynchronous	rst	data_obj.regs.reg_file[4][7]	6380	2
layer usage:
metal | part of all wire | vias to the layer above | GRT usage
met5 | 0.00012 | - | 0
met4 | 0.024 | 2 | 0.08052
met3 | 0.12 | 126 | 0.1455
met2 | 0.41 | 1185 | 0.5274
met1 | 0.44 | 11230 | 0.6106
li1 | - | 10790 | -
No activity file was given, so power comes from the tool's default toggle rates.
